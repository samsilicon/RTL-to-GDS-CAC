==> design/flow/design.v <==
module collision_avoidance_car (
    input wire clk,
    input wire rst,
    input wire front_obstacle_detected,
    input wire left_obstacle_detected,
    input wire right_obstacle_detected,
    input wire front_obstacle_slow,
    input wire lane_clear_left,
    input wire lane_clear_right,
    input wire destination_reached,
    input wire [1:0] speed_limit_zone,
    output reg [1:0] acceleration,
    output reg [1:0] steering,
    output reg [1:0] indicators,
    output reg [7:0] current_speed_out,
    output reg [31:0] distance_travelled_out,
    output reg [31:0] total_power_consumed_out
);
    reg [1:0] next_acceleration;
    reg [1:0] next_steering;
    reg [1:0] next_indicators;
    reg front_obstacle_slow_reg;
    reg lane_clear_left_reg;
    reg lane_clear_right_reg;
    reg destination_reached_reg;
    reg [1:0] speed_limit_zone_reg;
    always @(posedge clk or posedge rst) begin
        if (rst) begin
            front_obstacle_slow_reg <= 1'b0;
            lane_clear_left_reg     <= 1'b0;
            lane_clear_right_reg    <= 1'b0;
            destination_reached_reg <= 1'b0;
            speed_limit_zone_reg    <= 2'b0;
        end else begin
            front_obstacle_slow_reg <= front_obstacle_slow;
            lane_clear_left_reg     <= lane_clear_left;
            lane_clear_right_reg    <= lane_clear_right;
            destination_reached_reg <= destination_reached;
            speed_limit_zone_reg    <= speed_limit_zone;
        end
    end
    parameter STATE_WIDTH = 11;
    parameter IDLE                      = 11'b00000000001;
    parameter ACCELERATE_FWD            = 11'b00000000010;
    parameter CRUISE                    = 11'b00000000100;
    parameter DECELERATE                = 11'b00000001000;
    parameter PREPARE_LANE_CHANGE_LEFT  = 11'b00000010000;
    parameter LANE_CHANGE_LEFT          = 11'b00000100000;
    parameter PREPARE_LANE_CHANGE_RIGHT = 11'b00001000000;
    parameter LANE_CHANGE_RIGHT         = 11'b00010000000;
    parameter AVOID_OBSTACLE_STOP       = 11'b00100000000;
    parameter REVERSE                   = 11'b01000000000;
    parameter STOPPED                   = 11'b10000000000;
    reg [STATE_WIDTH-1:0] current_state, next_state;
    reg [2:0] front_obstacle_history, left_obstacle_history, right_obstacle_history;
    wire persistent_front_obstacle, persistent_left_obstacle, persistent_right_obstacle;
    always @(posedge clk or posedge rst) begin
        if (rst) begin
            front_obstacle_history <= 3'b0;
            left_obstacle_history  <= 3'b0;
            right_obstacle_history <= 3'b0;
        end else begin
            front_obstacle_history <= {front_obstacle_history[1:0], front_obstacle_detected};
            left_obstacle_history  <= {left_obstacle_history[1:0], left_obstacle_detected};
            right_obstacle_history <= {right_obstacle_history[1:0], right_obstacle_detected};
        end
    end
    assign persistent_front_obstacle = &front_obstacle_history;
    assign persistent_left_obstacle  = &left_obstacle_history;
    assign persistent_right_obstacle = &right_obstacle_history;
    reg [7:0] current_speed;
    wire [7:0] target_speed;
    reg [31:0] distance_travelled;
    wire [7:0] speed_limit;
    wire [7:0] speed_error;
    wire signed [8:0] signed_speed_error;
    wire [7:0] throttle_value;
    wire speed_is_zero;
    wire target_speed_reached;
    reg signed [15:0] integral_error_accumulator;
    wire [15:0] instantaneous_power;
    reg [31:0] total_power_consumed;
    assign speed_limit = (speed_limit_zone_reg == 2'b00) ? 8'd30 :
                         (speed_limit_zone_reg == 2'b01) ? 8'd60 :
                         (speed_limit_zone_reg == 2'b10) ? 8'd100:
                         8'd0;
    assign speed_error = (target_speed > current_speed) ? (target_speed - current_speed) : 8'd0;
    assign signed_speed_error = target_speed - current_speed;
    assign throttle_value = (acceleration == 2'b10 && speed_error > 20) ? 8'd150:
                            (acceleration == 2'b10 && speed_error > 5)  ? 8'd100:
                            (acceleration == 2'b10)                     ? 8'd50 :
                            8'd0;
    assign instantaneous_power = current_speed * throttle_value;
    always @(posedge clk or posedge rst) begin
        if (rst) begin
            current_speed <= 8'd0;
            distance_travelled <= 32'd0;
            total_power_consumed <= 32'd0;
            integral_error_accumulator <= 16'd0;
        end else begin
            if (acceleration[1]) begin
                current_speed <= current_speed + (throttle_value >> 4) + (integral_error_accumulator >> 8);
            end else if (!acceleration[1] && !acceleration[0] && current_speed > 0) begin
                current_speed <= current_speed - 2;
            end
            distance_travelled <= distance_travelled + current_speed;
            total_power_consumed <= total_power_consumed + instantaneous_power;
            if (current_state == CRUISE) begin
                integral_error_accumulator <= integral_error_accumulator + signed_speed_error;
            end else begin
                integral_error_accumulator <= 16'd0;
            end
        end
    end
    assign speed_is_zero = (current_speed == 8'd0);
    assign target_speed_reached = (current_speed >= target_speed);
    always @(posedge clk or posedge rst) begin
        if (rst) current_state <= IDLE;
        else     current_state <= next_state;
    end
    always @(*) begin
        next_state = current_state;
        case (current_state)
            IDLE:           if (destination_reached_reg) next_state = STOPPED; else if (!persistent_front_obstacle) next_state = ACCELERATE_FWD;
            ACCELERATE_FWD: if (persistent_front_obstacle) next_state = AVOID_OBSTACLE_STOP; else if (front_obstacle_slow_reg) next_state = DECELERATE; else if (destination_reached_reg) next_state = STOPPED; else if (target_speed_reached) next_state = CRUISE;
            CRUISE:         if (persistent_front_obstacle) next_state = AVOID_OBSTACLE_STOP; else if (front_obstacle_slow_reg) next_state = DECELERATE; else if (destination_reached_reg) next_state = STOPPED; else if (!target_speed_reached) next_state = ACCELERATE_FWD;
            DECELERATE:     if (persistent_front_obstacle) next_state = AVOID_OBSTACLE_STOP; else if (lane_clear_left_reg && !persistent_left_obstacle) next_state = PREPARE_LANE_CHANGE_LEFT; else if (lane_clear_right_reg && !persistent_right_obstacle) next_state = PREPARE_LANE_CHANGE_RIGHT; else if (!front_obstacle_slow_reg) next_state = ACCELERATE_FWD;
            PREPARE_LANE_CHANGE_LEFT:  next_state = LANE_CHANGE_LEFT;
            LANE_CHANGE_LEFT:          next_state = ACCELERATE_FWD;
            PREPARE_LANE_CHANGE_RIGHT: next_state = LANE_CHANGE_RIGHT;
            LANE_CHANGE_RIGHT:         next_state = ACCELERATE_FWD;
            AVOID_OBSTACLE_STOP:       if (speed_is_zero && !persistent_front_obstacle) next_state = IDLE;
            STOPPED:                   next_state = STOPPED;
            default: next_state = IDLE;
        endcase
    end
    assign target_speed = 
        (current_state == ACCELERATE_FWD || current_state == LANE_CHANGE_LEFT || current_state == LANE_CHANGE_RIGHT) ? speed_limit :
        (current_state == PREPARE_LANE_CHANGE_LEFT || current_state == PREPARE_LANE_CHANGE_RIGHT) ? current_speed :
        8'd0;
    always @(*) begin
        next_acceleration = 2'b01;
        next_steering = 2'b00;
        next_indicators = 2'b00;
        case (current_state)
            ACCELERATE_FWD: next_acceleration = 2'b10;
            CRUISE:         next_acceleration = 2'b01;
            DECELERATE:     next_acceleration = 2'b00;
            PREPARE_LANE_CHANGE_LEFT:  next_indicators = 2'b01;
            LANE_CHANGE_LEFT:          begin next_acceleration = 2'b10; next_steering = 2'b01; next_indicators = 2'b01; end
            PREPARE_LANE_CHANGE_RIGHT: next_indicators = 2'b10;
            LANE_CHANGE_RIGHT:         begin next_acceleration = 2'b10; next_steering = 2'b10; next_indicators = 2'b10; end
            AVOID_OBSTACLE_STOP:       next_acceleration = 2'b00;
            STOPPED:                   next_acceleration = 2'b00;
        endcase
    end
    always @(posedge clk or posedge rst) begin
        if (rst) begin
            acceleration <= 2'b01;
            steering     <= 2'b00;
            indicators   <= 2'b00;
            current_speed_out <= 8'd0;
            distance_travelled_out <= 32'd0;
            total_power_consumed_out <= 32'd0;
        end else begin
            acceleration <= next_acceleration;
            steering     <= next_steering;
            indicators   <= next_indicators;
            current_speed_out <= current_speed;
            distance_travelled_out <= distance_travelled;
            total_power_consumed_out <= total_power_consumed;
        end
    end
endmodule
==> design/flow/run.sh <==
#!/bin/bash
# OpenROAD 26Q1-2900-gdf79404cd8, Yosys 0.63+post, stock flow scripts
make -C /OpenROAD-flow-scripts/flow DESIGN_CONFIG=/design/flow/config.mk WORK_HOME=/design/flow/orfs finish
==> design/flow/config.mk <==
export PLATFORM = sky130hd
export DESIGN_NAME = collision_avoidance_car
export DESIGN_NICKNAME = collision_avoidance_car
export VERILOG_FILES = /design/flow/design.v
export SDC_FILE = /design/flow/constraint.sdc
export NUM_CORES = 4
export LEC_CHECK = 1
export CORE_UTILIZATION = 30
==> design/flow/constraint.sdc <==
current_design collision_avoidance_car

set clk_period 18.2
set clk_io_pct 0.2

create_clock -name clk0 -period $clk_period [get_ports {clk}]

set non_clock_inputs [all_inputs -no_clocks]
set_input_delay [expr $clk_period * $clk_io_pct] -clock clk0 $non_clock_inputs
set_output_delay [expr $clk_period * $clk_io_pct] -clock clk0 [all_outputs]
==> notes.md <==
run metrics: run status=finished clean, CP Class=flip-flop to flip-flop, TritonCTS Buffers=17, r2r startpoint=current_state[9]$_DFF_PP0_, final core occ=36.6%, pin count of the biggest net entering global routing=88, area grow syn2layout=19.1%, sequential cell fraction of total power=52.1%, Pint=0.000623 W, Fin. Hold Viols=0, # clock sinks=189, Slew Viols, Final=0, Synth Seq Share=45.5%, Cells after Synth=957, main flop type=dfrtp_1, number of enable flip-flop cells=0, DRT antenna net count=0, Cell Type Count=68, total iterations of the first detailed-routing run=4, worst slack, placed=10.19 ns, CTS Buffer Depth=2, Pwr Density=65.4 nW/µm², DR iter-0 viols=458, first-pass GRT wire length=34,600 µm, Yosys warning total=1, clock slew at reported path FFs=0.07 ns, final worst slack=10.22 ns, # Post-CTS Setup Buffers=0, # IOs=89, crit path time final=7.98 ns, die height=188 µm, drt drc=0, Crit path required time=18.49 ns, DP Area=11,800 µm², Rows=67, CTS H-tree depth=4, CTS resizes=0, Syn Area/Cell=10.9 µm², Avg Vias per Cell=4.54, drt total wl=20,200 µm, HP Start=total_power_consumed[16]$_DFF_PP0_, hold crit path type=flip-flop to flip-flop, Logic pwr share=1.5%, core area=33,900 µm², biggest regs=distance_travelled x32, distance_travelled_out x32, CTS tree=yes, synthesis area per yosys=10,400 µm², DIE WIDTH=188 µm, Core Util at FP=30.7%, Slew headroom=53.3%, register bit total from synthesis=189, vias=6,881, DP HPWL=14,900 µm, antenna cells=0, gp weighted congestion=0.845, IO Port Bufs=87, Final period util=43.8%, design area=12,400 µm², # hold bufs at CTS=0, Root Driver=clkbuf_16, CP endpoint kind=flip-flop, Post-Synthesis Cell Area=10,400 µm², CP startpoint kind=flip-flop, total die area=35,400 µm², Switch Pwr=0.000189 W, Worst Tran Pin Value=0.700 ns, Leak=6.27 nW, Avg WL per Cell=13.3 µm, maximum vdd ir drop=0.0670 mV, grt ovf=0, CP Data Arrival Time=8.26 ns, setup TNS=0 ns, antenna violations before repair=0, Clock Latency Late Sink=0.43 ns, Crit. Startpoint=current_state[9]$_DFF_PP0_, largest fanout on the critical path=18, GRT Total Usage=12.4%, final std cells w/o fill=1,514, Sw Ratio=23.2%, share of flip-flops with an asynchronous set or reset=100%, number of max-cap violations=0, total tool warning count=32, unrepaired setup endpoints after global routing=false, share of layout cells above drive strength 1=5.44%, Max Fclk=125 MHz, Clock Power Share=46.5%, clock skew=0.0134 ns, vias in the first global route=6,695, # Cells Yosys=957, placed cells=1,482, final setup fails=0
[placed cells by master, fill, tap and decap left out, types with 5 or more instances in the layout]
cell type,count
or3_1,6
nand2_1,61
and3_1,18
o31ai_1,5
o21a_1,13
xor2_1,28
and4_1,5
or2_1,6
ha_1,98
nand2b_1,8
inv_1,98
clkbuf_16,17
nand4_1,6
o211ai_1,6
nor3_1,17
o21bai_1,5
dfrtp_1,187
clkdlybuf4s50_1,87
and2_1,13
xnor2_1,48
a21o_1,14
buf_4,5
a211oi_1,9
nand3_1,26
nor2b_1,19
o21ai_0,27
a21oi_1,36
nor2_1,77
fa_1,43
or2_2,6
[cells in the mapped netlist (8+ instances only)]
| cell type | n | area share, % |
|---|---|---|
| a211oi_1 | 9 | 0.65 |
| a21o_1 | 14 | 1.0 |
| a21oi_1 | 36 | 1.7 |
| and2_1 | 13 | 0.78 |
| and3_1 | 18 | 1.1 |
| clkbuf_1 | 10 | 0.36 |
| dfrtp_1 | 187 | 45 |
| fa_1 | 43 | 8.3 |
| ha_1 | 98 | 12 |
| inv_1 | 99 | 3.6 |
| nand2_1 | 61 | 2.2 |
| nand2b_1 | 8 | 0.48 |
| nand3_1 | 26 | 1.3 |
| nor2_1 | 77 | 2.8 |
| nor2b_1 | 19 | 1.1 |
| nor3_1 | 17 | 0.82 |
| o21a_1 | 13 | 0.94 |
| o21ai_0 | 27 | 1.3 |
| xnor2_1 | 48 | 4.0 |
| xor2_1 | 28 | 2.4 |
[layout make-up]
class | instances | area, µm²
Clock buffer | 18 | 439
Fill cell | 3282 | 21500
Inverter | 100 | 383
Sequential cell | 189 | 4730
Clock inverter | 14 | 150
Timing Repair Buffer | 92 | 908
Multi-Input combinational cell | 653 | 5220
Tap cell | 448 | 561
[power groups by stage]
stage	Sequential [W]	Combinational (W)	Clock (W)
CTS	0.000422	0.0000127	0.000392
global route	0.000422	0.0000142	0.000408
finish	0.000422	0.0000118	0.000377
[kinds of logic after synthesis]
| family | Yosys count | synth area share, % |
|---|---|---|
| adder cells (fa/ha/maj) | 141 | 20.1 |
| buffers and inverters | 115 | 4.35 |
| AND-OR/OR-AND | 150 | 9.86 |
| other | 1 | 0.0360 |
| multiplexers | 2 | 0.192 |
| flip-flops | 189 | 45.5 |
| AND/OR/NAND/NOR | 283 | 13.7 |
| XOR/XNOR | 76 | 6.40 |
[metal layers]
layer  GRT usage [%]  part of all wire [%]  vias up  wire, µm
met5               0                     0        -         0
met4            1.50                  0.84        0       170
met3            1.69                   3.2       15       651
met2            18.8                    46      105      9330
met1            19.8                    50     3338     10000
li1                -                     -     3423         -
[stage by stage]
| stage | total power [W] | hold slack (ns) |
|---|---|---|
| detailed placement | 0.000443 | 0.369 |
| floorplan | 0.000438 | 0.353 |
| CTS | 0.000827 | 0.382 |
| finish | 0.000811 | 0.378 |
| global route | 0.000844 | 0.398 |
| global placement | 0.000443 | 0.360 |
[critical path, cell delays in order (launching register included)]
cell	delay, ns
dfrtp_1	0.41
nor3_1	0.58
clkinv_1	0.42
a21oi_1	0.21
nor2_1	0.06
ha_1	0.44
o21ai_0	0.14
a2111oi_0	0.49
a211o_1	0.25
a211oi_4	0.08
a21oi_2	0.58
nand3_1	0.20
fa_1	0.54
fa_1	0.55
inv_1	0.06
fa_1	0.52
inv_1	0.05
fa_1	0.52
inv_1	0.04
ha_1	0.32
o21ai_0	0.13
o21ai_0	0.32
nand4_1	0.19
a31oi_2	0.38
mux2i_1	0.24
o2111ai_1	0.12
[final timing paths]
path / slack (ns) / endpoint / cells past startpoint
setup / recovery: 10.22 / total_power_consumed[19]$_DFF_PP0_ / 25
hold / removal: 0.38 / total_power_consumed_out[16]$_DFF_PP0_ / 0
setup reg to reg: 10.22 / total_power_consumed[19]$_DFF_PP0_ / 25
hold reg to reg: 0.38 / total_power_consumed_out[16]$_DFF_PP0_ / 0
max in group asynchronous: 12.83 / current_state[0]$_DFF_PP1_ / 4
min in group asynchronous: 3.68 / distance_travelled_out[31]$_DFF_PP0_ / 2
Power and IR drop assume default switching activity.
